==> /design/flow/design.v <==
module l1_icache (
    input wire clk, reset,
    input wire read_en,
    input wire [31:0] vaddr,
    output reg [31:0] data_out,
    output reg hit, miss,
    input wire [31:0] tlb_paddr,
    input wire tlb_hit,
    output reg mmu_request,
    input wire [31:0] mmu_paddr,
    input wire mmu_done,
    output reg [31:0] l2_addr,
    output reg l2_request,
    input wire [255:0] l2_data,
    input wire l2_done,
    input wire [31:0] prefetch_addr,
    input wire [255:0] prefetch_data,
    input wire prefetch_valid
);
    localparam SETS = 8;                 
    localparam ASSOCIATIVITY = 1;        
    localparam LINES = SETS * ASSOCIATIVITY;
    localparam BLOCK_SIZE = 32;      
    localparam TAG_WIDTH = 20;       
    localparam VALID_BIT = 1;
    localparam WIDTH = TAG_WIDTH + BLOCK_SIZE*8 + VALID_BIT;   
    reg [WIDTH-1:0] cache [0:LINES-1];
    wire [8:0]  VIDX           = vaddr[13:5];        
    wire [19:0] PTAG           = tlb_paddr[31:12];   
    wire [4:0]  offset         = vaddr[4:0];         
    wire [8:0]  prefetch_VIDX = prefetch_addr[13:5];
    reg [19:0]  set_tag     = cache[VIDX][WIDTH-1:WIDTH-TAG_WIDTH];
    reg [255:0] set_data    = cache[VIDX][BLOCK_SIZE*8:1];
    reg         set_valid   = cache[VIDX][0];
    typedef enum { IDLE, LOOKUP, TLB_MISS, FETCH_L2 } state_t;
    state_t state;
    always @(posedge clk) begin
        if (reset)
            for (int i = 0; i < LINES; i = i + 1)
                cache[i] <= 0;
        else if (prefetch_valid)
            cache[prefetch_VIDX] <= {prefetch_addr[31:12], prefetch_data, 1'b1};
        else if (state == FETCH_L2 && l2_done)
            cache[VIDX] <= {mmu_paddr[31:12], l2_data, 1'b1};
    end
    always @(posedge clk) begin
        if (reset) begin
            state <= IDLE;
            hit <= 0;
            miss <= 0;
            mmu_request <= 0;
            l2_request <= 0;
            data_out <= 0;
        end else begin
            case (state)
                IDLE:
                    if (read_en)
                        state <= LOOKUP;
                LOOKUP:
                    if (set_valid && tlb_hit && set_tag == PTAG) begin
                        data_out <= set_data[offset*8 +: 32];
                        hit <= 1; miss <= 0;
                        state <= IDLE;
                    end else begin
                        hit <= 0; miss <= 1;
                        mmu_request <= 1;
                        state <= TLB_MISS;
                    end
                TLB_MISS:
                    if (mmu_done) begin
                        l2_addr <= {mmu_paddr[31:5], 5'b0};
                        l2_request <= 1;
                        mmu_request <= 0;
                        state <= FETCH_L2;
                    end
                FETCH_L2:
                    if (l2_done) begin
                        data_out <= l2_data[offset*8 +: 32];
                        hit <= 1; miss <= 0;
                        l2_request <= 0;
                        state <= IDLE;
                    end
                default: state <= IDLE;
            endcase
        end
    end
endmodule
==> /design/flow/run.sh <==
#!/bin/bash
# OpenROAD 26Q1-2900-gdf79404cd8, Yosys 0.63+post, stock flow scripts
make -C /OpenROAD-flow-scripts/flow DESIGN_CONFIG=/design/flow/config.mk WORK_HOME=/design/flow/orfs finish
==> /design/flow/config.mk <==
export PLATFORM = sky130hd
export DESIGN_NAME = l1_icache
export DESIGN_NICKNAME = l1_icache
export VERILOG_FILES = /design/flow/design.v
export SDC_FILE = /design/flow/constraint.sdc
export NUM_CORES = 4
export LEC_CHECK = 1
export CORE_UTILIZATION = 50
==> /design/flow/constraint.sdc <==
current_design l1_icache

set clk_period 76.2
set clk_io_pct 0.2

create_clock -name clk0 -period $clk_period [get_ports {clk}]

set non_clock_inputs [all_inputs -no_clocks]
set_input_delay [expr $clk_period * $clk_io_pct] -clock clk0 $non_clock_inputs
set_output_delay [expr $clk_period * $clk_io_pct] -clock clk0 [all_outputs]
==> out/summary.rpt <==
SETUP PATH
---------------------------------------------------------------------------------
Critical path capture point type                                        flip-flop
Data arrival time of the worst path                                      21.69 ns
Critical path required time                                              76.72 ns
Maximum fanout count along the critical path                                   39
Worst Setup Path Type                                                   in -> reg
Startpoint kind of the worst setup timing path                         input port

ROUTE
---------------------------------------------------------------------------------
First drt pass iteration count                                                  8
Number of design rule violations left after detail routing                      0
Antenna-violating nets left                                                     0
Post-DR wirelength/cell                                                  36.66 um
Detailed router's first-iteration violation count                            6471
Routed Wire Length                                                       435.4 mm
Per-cell via count in the routed design                                     6.442
Vias after detailed routing                                                 76521

CLOCKING
---------------------------------------------------------------------------------
TritonCTS buffer count                                                        236
Reg clk slew, reported paths                                              0.06 ns
CTS tree                                                                    built
Number of instances resized during post-cts repair                              0
Setup Buffers After CTS                                                         0
Clock latency at the later pin of the worst-skew pair                     0.90 ns
Clk sink count                                                               2283
Clock H-tree levels                                                             4
Post-CTS Hold Fix Bufs                                                          0
Clk Tree Root Cell                                                   sky130_fd_sc_hd__clkbuf_16
Largest buffer count on any clock path                                          3

PLACEMENT
---------------------------------------------------------------------------------
Global placement routability congestion                                     1.023
Number of cells in the design after placement                               11437
DP Area                                                              118500 sq um
Half-perimeter wire length after placement                               280.5 mm
Count of buffers inserted at the top-level ports                              659

FLOORPLAN
---------------------------------------------------------------------------------
Die H                                                                    468.6 um
Area of the core region                                              215500 sq um
Count of pins on the block boundary                                           715
Die W                                                                    468.6 um
Die Outline Area                                                     219600 sq um
Pre-Place Util                                                             0.5053
# rows                                                                        170

GRT
---------------------------------------------------------------------------------
Global-route total usage across every layer                                0.4401
Wire length of the first global-routing pass                             600.3 mm
Initial antenna violation count                                                22
Via count of the first global-routing pass                                  77751
Largest net degree at the start of global routing                              79
Gr ovfl total                                                                   0

SYNTHESIS
---------------------------------------------------------------------------------
Mapped Avg Cell Area                                                  13.21 sq um
Library cells used by synthesis                                                99
Ys Warns                                                                        1
Post-synth mux share                                                       0.1614
EDFF count, synth                                                            2235
Post-Syn Instances                                                           8242
AND-OR/OR-AND share of the synthesized area                               0.07186
AND/OR/NAND/NOR Cells, Area Fraction                                       0.1057
Post-synthesis instance area                                         108900 sq um
Dominant combinational cell family by area after synthesis           multiplexers
FA/HA/MAJ Cells, Area Fraction                                                  0
Flops & latches, synth                                                       2283
Cell total in the yosys stat output                                          8242
Xor-xnor portion of the synthesized cell area                           0.0008045
Post-synth seq share                                                       0.6253
Top_reg_cell synth                                                   sky130_fd_sc_hd__edfxtp_1
Fraction of synthesis flops using an asynchronous set or reset pin              0
Chip area from the yosys synthesis statistics                        108900 sq um

FINAL TIMING
---------------------------------------------------------------------------------
Final hold viol count                                                           0
Max-Slew Margin vs Limit                                                   0.1344
Achievable clock frequency                                              47.25 MHz
Final-layout setup total negative slack                                      0 ns
Share of the clock period used by the worst path                           0.2777
Max-slew violations                                                             0
Finish-stage setup viols                                                        0
Setup clock skew after layout                                          0.03097 ns
Period minus WS final                                                    21.16 ns
Actual slew at the worst max-slew pin                                    1.298 ns
Worst slack on hold paths                                               0.4557 ns
RSZ-0062 raised after global routing                                           no

OUTCOME
---------------------------------------------------------------------------------
Status                                                               finished clean

JOB
---------------------------------------------------------------------------------
Max-cap violations                                                              0
Number of warnings in the stage logs                                           76

WORST HOLD PATH
---------------------------------------------------------------------------------
Class of the tightest hold or removal check                            reg -> reg

POWER
---------------------------------------------------------------------------------
Power per Cell Area                                                  23.36 nW/um^2
IR Drop Worst-Case VDD                                                   25.56 uV
Leak                                                                     48.08 nW

FINISH
---------------------------------------------------------------------------------
Synth-to-layout area growth                                                15.36%
Final core utilization                                                     0.5829
Finished Layout Cells                                                       11878
Fraction of layout instances using a drive strength above 1                0.1373
Post-route cell area                                                 125600 sq um

## path summary, 6_finish.rpt
| kind | cells after the start | slack, ns | from | end |
|---|---|---|---|---|
| setup / recovery | 12 | 55.04 | l2_done | cache[5][73] |
| hold / removal | 2 | 0.46 | cache[6][0] | cache[6][0] |
| setup reg to reg | 11 | 69.46 | state[3] | cache[5][73] |
| hold reg to reg | 2 | 0.46 | cache[6][0] | cache[6][0] |
## flip-flops by register name, summed over array words and instances, names as in the netlist
name,flops
cache,2216
data_out,32
l2_addr,27
state,4
hit,1
l2_request,1
miss,1
mmu_request,1
## kinds of logic (layout without fill, tap and decap cells)
| kind of cell | count (synthesis) | after routing |
|---|---|---|
| other | 1 | 20 |
| DFF | 2283 | 2283 |
| xor gates and xnor gates | 10 | 10 |
| AOI/OAI and AO/OA | 1099 | 1099 |
| muxes | 1266 | 1266 |
| buffers and inverters | 695 | 1474 |
| and+or+nand+nor | 2888 | 2888 |
## cell usage in the layout (no fill, tap or decap), types with 25 or more instances in the layout
cell type	n
sky130_fd_sc_hd__clkinv_2	36
sky130_fd_sc_hd__clkbuf_16	241
sky130_fd_sc_hd__o21ai_0	140
sky130_fd_sc_hd__o211ai_1	34
sky130_fd_sc_hd__inv_1	38
sky130_fd_sc_hd__o221ai_1	47
sky130_fd_sc_hd__edfxtp_1	2235
sky130_fd_sc_hd__nor2_1	2371
sky130_fd_sc_hd__nand2b_1	50
sky130_fd_sc_hd__a31oi_1	40
sky130_fd_sc_hd__clkbuf_1	67
sky130_fd_sc_hd__a221oi_1	49
sky130_fd_sc_hd__a22oi_1	133
sky130_fd_sc_hd__a21oi_1	174
sky130_fd_sc_hd__clkdlybuf4s50_1	651
sky130_fd_sc_hd__nand2_1	195
sky130_fd_sc_hd__mux4_1	31
sky130_fd_sc_hd__a211oi_1	53
sky130_fd_sc_hd__mux2i_1	737
sky130_fd_sc_hd__buf_4	329
sky130_fd_sc_hd__o22ai_1	144
sky130_fd_sc_hd__nor2b_1	25
sky130_fd_sc_hd__mux4_2	334
sky130_fd_sc_hd__dfxtp_1	47
sky130_fd_sc_hd__mux2_2	161
sky130_fd_sc_hd__nor3_1	56
sky130_fd_sc_hd__nand3_1	59
sky130_fd_sc_hd__clkinv_1	63
## layout make-up
cell class | instances | area (sq um)
diodes | 15 | 37.54
clock buffers | 311 | 6324
clock inverters | 115 | 775.7
fillers | 16720 | 89870
inverters | 43 | 173.9
multi-input cells | 5268 | 37220
flip-flops and latches | 2283 | 68080
well taps | 2838 | 3551
repair buffers | 1005 | 9437
## routing by layer
layer,share of wire,vias up,wire length [um],GRT usage
li1,-,32226,-,-
met1,0.33,37702,141500,0.5697
met2,0.43,5608,186800,0.5815
met3,0.18,928,79000,0.3175
met4,0.061,57,26690,0.2032
met5,0.0032,-,1399,0.03788
## Yosys cell counts, types with 11 or more instances
library cell,count,share of area
sky130_fd_sc_hd__nor2_1,2376,0.082
sky130_fd_sc_hd__edfxtp_1,2235,0.62
sky130_fd_sc_hd__mux2i_1,738,0.068
sky130_fd_sc_hd__clkbuf_1,372,0.013
sky130_fd_sc_hd__mux4_2,334,0.069
sky130_fd_sc_hd__nand2_1,213,0.0073
sky130_fd_sc_hd__a21oi_1,174,0.0080
sky130_fd_sc_hd__mux2_2,161,0.017
sky130_fd_sc_hd__o22ai_1,144,0.0083
sky130_fd_sc_hd__o21ai_0,142,0.0065
sky130_fd_sc_hd__a22oi_1,133,0.0092
sky130_fd_sc_hd__buf_2,70,0.0032
sky130_fd_sc_hd__buf_4,65,0.0045
sky130_fd_sc_hd__buf_6,59,0.0061
sky130_fd_sc_hd__nand3_1,59,0.0027
sky130_fd_sc_hd__nor3_1,56,0.0026
sky130_fd_sc_hd__a211oi_1,54,0.0037
sky130_fd_sc_hd__buf_1,53,0.0018
sky130_fd_sc_hd__nand2b_1,53,0.0030
sky130_fd_sc_hd__a221oi_1,49,0.0039
sky130_fd_sc_hd__dfxtp_1,48,0.0088
sky130_fd_sc_hd__o221ai_1,47,0.0038
sky130_fd_sc_hd__inv_1,41,0.0014
sky130_fd_sc_hd__a31oi_1,40,0.0023
sky130_fd_sc_hd__o211ai_1,34,0.0023
sky130_fd_sc_hd__mux4_1,31,0.0075
sky130_fd_sc_hd__nor2b_1,29,0.0017
sky130_fd_sc_hd__and2_1,24,0.0014
sky130_fd_sc_hd__o31ai_1,23,0.0016
sky130_fd_sc_hd__o22a_1,21,0.0017
sky130_fd_sc_hd__a311oi_1,16,0.0013
sky130_fd_sc_hd__buf_8,16,0.0022
sky130_fd_sc_hd__and3_1,15,0.00086
sky130_fd_sc_hd__o2111ai_1,15,0.0012
sky130_fd_sc_hd__a211o_1,14,0.0011
sky130_fd_sc_hd__a2bb2oi_1,14,0.0011
sky130_fd_sc_hd__buf_12,14,0.0026
sky130_fd_sc_hd__a221o_1,13,0.0012
sky130_fd_sc_hd__nand4_1,13,0.00075
sky130_fd_sc_hd__a22o_1,12,0.00097
sky130_fd_sc_hd__a32oi_1,12,0.00097
sky130_fd_sc_hd__a21o_1,11,0.00076
sky130_fd_sc_hd__o221a_2,11,0.0011
sky130_fd_sc_hd__o311ai_0,11,0.00088
sky130_fd_sc_hd__or2_2,11,0.00063
## worst max-delay path, stage by stage
cell,delay (ns)
sky130_fd_sc_hd__clkdlybuf4s50_1,0.53
sky130_fd_sc_hd__nand2_1,0.33
sky130_fd_sc_hd__or3_4,0.48
sky130_fd_sc_hd__buf_4,0.57
sky130_fd_sc_hd__nand3b_1,0.13
sky130_fd_sc_hd__o21ai_0,0.26
sky130_fd_sc_hd__nand2_4,0.54
sky130_fd_sc_hd__nand2_4,0.77
sky130_fd_sc_hd__buf_4,0.76
sky130_fd_sc_hd__buf_4,0.62
sky130_fd_sc_hd__buf_4,0.58
sky130_fd_sc_hd__buf_4,0.58
## stage by stage
stage                     power, mW  worst slack [ns]
after floorplan               1.683             52.27
after global routing          3.003             54.96
after CTS                     2.932             55.08
final                         2.935             55.04
after global placement        1.858             54.18
after detailed placement      1.861             54.14
## power by group
| group | internal [mW] | switching [mW] | total [mW] |
|---|---|---|---|
| Sequential | 1.44 | 0.0169 | 1.46 |
| Clock | 0.604 | 0.483 | 1.09 |
| Combinational | 0.131 | 0.261 | 0.392 |
Power and IR drop assume default switching activity.
