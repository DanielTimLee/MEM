--- flow/run.sh ---
#!/bin/bash
# OpenROAD 26Q1-2900-gdf79404cd8, Yosys 0.63+post, stock flow scripts
make -C /OpenROAD-flow-scripts/flow DESIGN_CONFIG=/design/flow/config.mk WORK_HOME=/design/flow/orfs finish
--- flow/config.mk ---
export PLATFORM = sky130hd
export DESIGN_NAME = l1_dcache
export DESIGN_NICKNAME = l1_dcache
export VERILOG_FILES = /design/flow/design.v
export SDC_FILE = /design/flow/constraint.sdc
export NUM_CORES = 4
export LEC_CHECK = 1
export CORE_UTILIZATION = 50
--- flow/constraint.sdc ---
current_design l1_dcache

set clk_period 98.8
set clk_io_pct 0.2

create_clock -name clk0 -period $clk_period [get_ports {clk}]

set non_clock_inputs [all_inputs -no_clocks]
set_input_delay [expr $clk_period * $clk_io_pct] -clock clk0 $non_clock_inputs
set_output_delay [expr $clk_period * $clk_io_pct] -clock clk0 [all_outputs]
--- flow/design.v ---
module l1_dcache (
    input wire clk, reset,
    input wire read_en,
    input wire write_en,
    input wire [31:0] vaddr,
    input wire [31:0] write_data,
    output reg [31:0] data_out,
    output reg hit, miss,
    input wire [31:0] tlb_paddr,
    input wire tlb_hit,
    output reg mmu_request,
    input wire [31:0] mmu_paddr,
    input wire mmu_done,
    output reg [31:0] l2_addr,
    output reg l2_request,
    output reg [255:0] l2_write_data,
    output reg l2_write_en,
    input wire [255:0] l2_data,
    input wire l2_done,
    input wire [31:0] prefetch_addr,
    input wire [255:0] prefetch_data,
    input wire prefetch_valid
);
    localparam SETS = 8;                 
    localparam ASSOCIATIVITY = 1;        
    localparam LINES = SETS * ASSOCIATIVITY;
    localparam BLOCK_SIZE = 32;      
    localparam TAG_WIDTH = 20;       
    localparam VALID_BIT = 1;
    localparam DIRTY_BIT = 1;
    localparam WIDTH = TAG_WIDTH + BLOCK_SIZE*8 + VALID_BIT + DIRTY_BIT;   
    reg [WIDTH-1:0] cache [0:LINES-1];
    wire [8:0]  VIDX           = vaddr[13:5];        
    wire [19:0] PTAG           = tlb_paddr[31:12];   
    wire [4:0]  offset         = vaddr[4:0];         
    wire [8:0]  prefetch_VIDX = prefetch_addr[13:5];
    reg [19:0]  set_tag     = cache[VIDX][WIDTH-1:WIDTH-TAG_WIDTH];
    reg [255:0] set_data    = cache[VIDX][BLOCK_SIZE*8:1];
    reg         set_valid   = cache[VIDX][1];
    reg         set_dirty   = cache[VIDX][0];
    typedef enum { IDLE, LOOKUP, TLB_MISS, FETCH_L2, WRITEBACK } state_t;
    state_t state;
    reg [31:0] addr_reg;
    reg [255:0] new_data;
    always @(posedge clk) begin
        if (reset)
            for (int i = 0; i < LINES; i = i + 1)
                cache[i] <= 0;
        else if (prefetch_valid)
            cache[prefetch_VIDX] <= {prefetch_addr[31:12], prefetch_data, 1'b1, 1'b0};
        else if (state == LOOKUP && hit && write_en)
            cache[VIDX] <= {PTAG, new_data, 1'b1, 1'b1};
        else if (state == FETCH_L2 && l2_done)
            cache[VIDX] <= {mmu_paddr[31:12], new_data, 1'b1, write_en};
    end
    always @(posedge clk) begin
        if (reset) begin
            state <= IDLE;
            hit <= 0;
            miss <= 0;
            mmu_request <= 0;
            l2_request <= 0;
            l2_write_en <= 0;
            data_out <= 0;
            new_data <= 0;
        end else begin
            case (state)
                IDLE:
                    if (read_en || write_en)
                        state <= LOOKUP;
                LOOKUP:
                    if (set_valid && set_tag == PTAG && tlb_hit) begin
                        hit <= 1;
                        miss <= 0;
                        if (read_en) begin
                            data_out <= set_data[offset*8 +: 32];
                            new_data <= set_data;
                        end else begin
                            new_data <= set_data;
                            new_data[offset*8 +: 32] <= write_data;
                        end
                        state <= IDLE;
                    end else begin
                        hit <= 0;
                        miss <= 1;
                        mmu_request <= 1;
                        state <= TLB_MISS;
                    end
                TLB_MISS:
                    if (mmu_done) begin
                        mmu_request <= 0;
                        l2_addr <= {mmu_paddr[31:5], 5'b0};
                        if (set_valid && set_dirty) begin
                            l2_write_data <= set_data;
                            l2_write_en <= 1;
                            l2_request <= 1;
                            state <= WRITEBACK;
                        end else begin
                            l2_request <= 1;
                            state <= FETCH_L2;
                        end
                    end
                FETCH_L2:
                    if (l2_done) begin
                        l2_request <= 0;
                        if (write_en) begin
                            new_data <= l2_data;
                            new_data[offset*8 +: 32] <= write_data;
                        end else begin
                            data_out <= l2_data[offset*8 +: 32];
                            new_data <= l2_data;
                        end
                        hit <= 1;
                        miss <= 0;
                        state <= IDLE;
                    end
                WRITEBACK:
                    if (l2_done) begin
                        l2_write_en <= 0;
                        l2_request <= 0;
                        l2_request <= 1;
                        state <= FETCH_L2;
                    end
                default: state <= IDLE;
            endcase
        end
    end
endmodule
==> load_flow_metrics.sql <==
-- generated from flow reports
INSERT INTO impl_metrics (metric_group, metric, value, unit) VALUES
('final_layout', 'drive_above_1_share', '17.4', '%'),
('final_timing', 'rsz0062_at_grt', 'no', ''),
('final_timing', 'finalClockPeriodUsage', '26.6', '%'),
('outcome', 'outcome', 'completed', ''),
('route', 'avg_wl_per_cell', '40.2', 'um'),
('floorplan', 'die_height', '516', 'um'),
('logic_synthesis', 'ys_seq_elements', '2796', ''),
('logic_synthesis', 'yosysSeqAreaShare', '61.3', '%'),
('critical_path', 'critical_path.max_fanout', '39', ''),
('logic_synthesis', 'synthArstFlopShare', '0', '%'),
('logic_synthesis', 'yosys_warnings', '1', ''),
('logic_synthesis', 'post_synth_main_logic_family', 'multiplexers', ''),
('cts', 'cts_tree', 'done', ''),
('final_timing', 'number_of_endpoints_with_negative_hold_slack_in_the_final_report', '0', ''),
('logic_synthesis', 'synth_area', '132000', 'um2'),
('logic_synthesis', 'ys_area', '132000', 'um2'),
('min_path', 'hold_start', 'cache[3][1]', ''),
('route', 'final_antenna_net_count', '0', ''),
('route', 'avgViaCountPerCell', '6.69', ''),
('logic_synthesis', 'yosys-mux-area-fraction', '17.5', '%'),
('global_route', 'first_global_vias', '98171', ''),
('logic_synthesis', 'yosys.area.top_type_share', '56.7', '%'),
('critical_path', 'critPathLaunchType', 'primary input', ''),
('logic_synthesis', 'ys_sh_aoi', '9.16', '%'),
('logic_synthesis', 'synth.distinct_cells', '92', ''),
('logic_synthesis', 'largest_area_cell', 'edfxtp_1', ''),
('final_timing', 'relSlewSlack', '22.3', '%'),
('critical_path', 'timing.critical_path.mode_cell', 'buf_4', ''),
('cts', 'tritoncts.num_buffers', '304', ''),
('critical_path', 'cp-end-kind', 'flop', ''),
('power_and_ir_drop', 'power_density', '18.6', 'nW/um2'),
('final_timing', 'fin_skew', '69.1', 'ps'),
('cts', 'clk-insertion-delay-late', '920', 'ps'),
('route', 'drt_iter0_drc', '10277', ''),
('placed_design', 'rd_place_congestion', '1.07', ''),
('critical_path', 'criticalPathCategory', 'in2reg', ''),
('critical_path', 'rrSetupSlack', '91530', 'ps'),
('route', 'drc_errors', '0', ''),
('final_timing', 'fin_setup_tns', '0', 'ps'),
('global_route', 'grt_pass1_wl', '792000', 'um'),
('final_timing', 'number_of_pins_with_negative_max_slew_slack_in_the_final_report', '0', ''),
('route', 'routed-via-count', '97753', ''),
('cts', 'cts.reportedPaths.clkPinSlew', '60', 'ps'),
('final_layout', 'area_growth_syn_to_layout', '18.2', '%'),
('critical_path', 'arrival', '26750', 'ps'),
('cts', 'cts.sinks', '2796', ''),
('placed_design', 'dp_hpwl', '415000', 'um'),
('power_and_ir_drop', 'maximum_vdd_drop', '0.0000168', 'V'),
('logic_synthesis', 'yosys.area_share.xor_xnor', '0.146', '%'),
('cts', 'clock_tree.htree_level_count', '5', ''),
('cts', 'clockRootBuffer', 'clkbuf_16', ''),
('logic_synthesis', 'synthSimpleGateAreaFrac', '9.08', '%'),
('floorplan', 'chip_footprint', '266000', 'um2'),
('global_route', 'grt_max_degree', '123', ''),
('critical_path', 'crit_path_cell_trace', 'clkdlybuf4s50_1, nand2_1, nor3_1, nor2_4, buf_4, o32ai_1, buf_4, nand2_4, nand2_4, buf_4, buf_4, buf_4, buf_4, buf_4', ''),
('min_path', 'hold_path.class', 'reg2reg', ''),
('power_and_ir_drop', 'fin_total_pwr', '2.90', 'mW'),
('cts', 'post-cts-setup-buffers', '0', ''),
('cts', 'cts_buffer_depth', '4', ''),
('logic_synthesis', 'topCellsByArea', 'edfxtp_1 (57%), mux4_2 (11%), nor2_1 (7.2%)', ''),
('flow_run', 'openroad.warnings', '82', ''),
('logic_synthesis', 'yosys_most_used_dff', 'edfxtp_1', ''),
('final_timing', 'final_period_minus_worst_setup_slack', '26240', 'ps'),
('flow_run', 'maximum_capacitance_violations', '0', ''),
('floorplan', 'floorplan.rows', '188', ''),
('final_layout', 'fillers', '19656', ''),
('critical_path', 'slowest_delay', '810', 'ps'),
('floorplan', 'floorplan.io_pins', '1005', ''),
('logic_synthesis', 'syn_inst', '9845', ''),
('floorplan', 'core_region_area', '263000', 'um2'),
('global_route', 'overflow', '0', '');
## synthesized netlist by cell type (20+ instances only)
library cell	instances
nor2_1	2523
edfxtp_1	2491
mux4_2	642
clkbuf_1	507
mux2i_1	499
a21oi_1	422
dfxtp_1	305
nand2_1	305
mux2_2	297
a211oi_1	248
o21ai_0	153
a22o_1	147
buf_2	139
a222oi_1	130
a221oi_1	101
a22oi_1	85
buf_4	74
o22ai_1	73
buf_1	60
nor3_1	58
a311oi_1	39
nand3_1	36
and3_1	34
o211ai_1	32
o32ai_1	29
inv_1	28
nand2b_1	22
xnor2_1	20
## where the power goes
group | internal [mW] | switching [mW]
combinational | 0.140 | 0.297
sequential | 1.34 | 0.0236
clock | 0.628 | 0.472
total | 2.11 | 0.793
## path summary, 6_finish.rpt
path                                      end  cells past startpoint
worst max-delay path            cache[4][107]                     14
worst min-delay path              cache[3][1]                      2
worst max register to register  cache[4][107]                     13
worst min register to register    cache[3][1]                      2
## cell type report
type                    count  area [um2]  area share (%)
flip-flops and latches   2796       80900            51.8
multi-input cells        6217       47700            30.6
well taps                3515        4400            2.82
clock buffers             383        8090            5.18
clock inverters           157        1450           0.926
inverters                  34         143          0.0914
repair buffers           1397       13100            8.38
diodes                    103         258           0.165
## logic make-up (layout without fill, tap and decap cells)
kind of cell / Yosys count / after routing
multiplexers: 1448 / 1448
other: 1 / 108
AND-OR/OR-AND: 1681 / 1681
buffers and inverters: 836 / 1971
adder cells (fa/ha/maj): 2 / 2
XOR/XNOR: 22 / 22
AND/OR/NAND/NOR: 3059 / 3059
flip-flops: 2796 / 2796
## sequential cells by signal, indices dropped and copies added, names as in the netlist
signal / count
l2_write_en: 1
mmu_request: 1
cache: 2216
new_data: 255
state: 5
data_out: 32
l2_request: 1
hit: 1
l2_addr: 27
miss: 1
l2_write_data: 256
## worst max-delay path, delay by kind of cell
kind,cells,cell delay [ps]
buf+inv,8,4710
compound gates,1,190
simple gates,5,1860
## metal layers
layer	vias up	global-route usage (%)	wire length [um]
li1	39898	-	-
met1	47954	60.5	186000
met2	8196	63.1	249000
met3	1555	33.8	103000
met4	150	28.5	45500
met5	-	7.85	2920
## layout by cell type, fill, tap and decap left out, types with 103 or more instances in the layout
| cell type | Yosys | layout |
|---|---|---|
| dfxtp_1 | 305 | 304 |
| nor2_1 | 2523 | 2517 |
| a211oi_1 | 248 | 248 |
| mux2i_1 | 499 | 499 |
| mux4_2 | 642 | 642 |
| a22o_1 | 147 | 147 |
| a222oi_1 | 130 | 130 |
| nand2_1 | 305 | 290 |
| a21oi_1 | 422 | 418 |
| clkdlybuf4s50_1 | 0 | 938 |
| mux2_2 | 297 | 297 |
| diode_2 | 0 | 103 |
| buf_4 | 74 | 434 |
| o21ai_0 | 153 | 152 |
| edfxtp_1 | 2491 | 2491 |
| clkbuf_16 | 0 | 308 |
## through the flow
stage	instance area, um2	hold WS [ps]	instances	setup WS (ps)	util [%]
floorplan	132000	419	9849	58900	-
global placement	146000	447	13959	71890	55.7
detailed placement	146000	447	13959	71860	55.7
CTS	156000	459	14499	72800	59.4
global route	156000	484	14570	72430	59.4
finish	156000	464	14602	72560	59.4
Power is estimated from default activity; no workload was simulated.
