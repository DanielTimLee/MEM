===== design/flow/constraint.sdc =====
current_design iommu

set clk_period 8.5
set clk_io_pct 0.2

create_clock -name clk0 -period $clk_period [get_ports {clk}]

set non_clock_inputs [all_inputs -no_clocks]
set_input_delay [expr $clk_period * $clk_io_pct] -clock clk0 $non_clock_inputs
set_output_delay [expr $clk_period * $clk_io_pct] -clock clk0 [all_outputs]

===== design/flow/run.sh =====
#!/bin/bash
# OpenROAD 26Q1-2900-gdf79404cd8, Yosys 0.63+post, stock flow scripts
make -C /OpenROAD-flow-scripts/flow DESIGN_CONFIG=/design/flow/config.mk WORK_HOME=/design/flow/orfs finish

===== design/flow/config.mk =====
export PLATFORM = sky130hd
export DESIGN_NAME = iommu
export DESIGN_NICKNAME = iommu
export VERILOG_FILES = /design/flow/design.v
export SDC_FILE = /design/flow/constraint.sdc
export NUM_CORES = 4
export LEC_CHECK = 1
export CORE_AREA = 10 10 386 386
export DIE_AREA = 0 0 396 396

===== design/flow/design.v =====
module iommu (
    input wire clk,
    input wire reset,
    input wire [31:0] daddr,             
    input wire translate_request,
    input wire write_en,                 
    input wire [31:0] write_data,        
    output reg [31:0] paddr,             
    output reg [31:0] data_out,          
    output reg translation_done,
    output reg fault,
    input wire [31:0] tlb_paddr,
    input wire tlb_hit,
    output reg tlb_update_valid,
    output reg [31:0] tlb_update_vaddr,
    output reg [31:0] tlb_update_paddr,
    output reg [31:0] l2_addr,
    output reg l2_request,
    output reg [255:0] l2_write_data,    
    output reg l2_write_en,
    input wire [255:0] l2_data,
    input wire l2_done,
    output reg [29:0] ram_read_address,
    output reg ram_read_en,
    input wire [31:0] ram_data_out
);
    typedef enum { IDLE, TLB_CHECK, READ_PDE, WAIT_PDE, CHECK_PDE, READ_PTE, WAIT_PTE, CHECK_PTE, ACCESS_L2, DONE } state_t;
    state_t state;
    reg [31:0] daddr_reg;
    reg [29:0] pde_address;
    reg [31:0] pde_data;
    reg [31:0] page_table_physical_address;
    reg [29:0] pte_address;
    reg [31:0] pte_data;
    reg [31:0] paddr_reg;
    reg fault_reg;
    reg translation_done_reg;
    always @(posedge clk) begin
        if (reset) begin
            state <= IDLE;
            daddr_reg <= 0;
            pde_address <= 0;
            pde_data <= 0;
            page_table_physical_address <= 0;
            pte_address <= 0;
            pte_data <= 0;
            paddr_reg <= 0;
            fault_reg <= 0;
            translation_done_reg <= 0;
            tlb_update_valid <= 0;
            l2_request <= 0;
            l2_write_en <= 0;
            ram_read_en <= 0;
        end else begin
            case (state)
                IDLE: begin
                    if (translate_request) begin
                        daddr_reg <= daddr;
                        state <= TLB_CHECK;
                    end
                    translation_done_reg <= 0;
                    fault_reg <= 0;
                end
                TLB_CHECK: begin
                    if (tlb_hit) begin
                        paddr_reg <= tlb_paddr;
                        l2_addr <= {tlb_paddr[31:5], 5'b0};  
                        l2_request <= 1;
                        l2_write_en <= write_en;
                        if (write_en) l2_write_data <= {224'b0, write_data};
                        state <= ACCESS_L2;
                    end else begin
                        pde_address <= daddr[31:22];  
                        state <= READ_PDE;
                    end
                end
                READ_PDE: begin
                    ram_read_address <= pde_address;
                    ram_read_en <= 1;
                    state <= WAIT_PDE;
                end
                WAIT_PDE: begin
                    ram_read_en <= 0;
                    pde_data <= ram_data_out;
                    state <= CHECK_PDE;
                end
                CHECK_PDE: begin
                    if (!pde_data[0]) begin
                        fault_reg <= 1;
                        state <= DONE;
                    end else begin
                        page_table_physical_address <= pde_data & 32'hFFFFF000;
                        pte_address <= (page_table_physical_address >> 2) + daddr_reg[21:12];
                        state <= READ_PTE;
                    end
                end
                READ_PTE: begin
                    ram_read_address <= pte_address;
                    ram_read_en <= 1;
                    state <= WAIT_PTE;
                end
                WAIT_PTE: begin
                    ram_read_en <= 0;
                    pte_data <= ram_data_out;
                    state <= CHECK_PTE;
                end
                CHECK_PTE: begin
                    if (!pte_data[0]) begin
                        fault_reg <= 1;
                        state <= DONE;
                    end else begin
                        paddr_reg <= (pte_data & 32'hFFFFF000) | (daddr_reg & 32'hFFF);
                        tlb_update_valid <= 1;
                        tlb_update_vaddr <= daddr_reg;
                        tlb_update_paddr <= paddr_reg;
                        l2_addr <= {paddr_reg[31:5], 5'b0};
                        l2_request <= 1;
                        l2_write_en <= write_en;
                        if (write_en) l2_write_data <= {224'b0, write_data};
                        state <= ACCESS_L2;
                    end
                end
                ACCESS_L2: begin
                    tlb_update_valid <= 0;
                    if (l2_done) begin
                        l2_request <= 0;
                        l2_write_en <= 0;
                        if (!write_en) data_out <= l2_data[daddr_reg[4:2]*32 +: 32];
                        state <= DONE;
                    end
                end
                DONE: begin
                    translation_done_reg <= 1;
                    if (!translate_request) begin
                        state <= IDLE;
                        translation_done_reg <= 0;
                        fault_reg <= 0;
                    end
                end
                default: state <= IDLE;
            endcase
        end
    end
    assign paddr = paddr_reg;
    assign translation_done = translation_done_reg;
    assign fault = fault_reg;
endmodule

==> impl_metrics.ini <==
; flow metrics
[status]
status = complete, no violations

[yosys]
top_area_cell = edfxtp_1
netlist.area_leader.share_pct = 33.7
ys_seq_share_pct = 55.8
ys_types = 36
syn_avg_cell_area_sq_um = 12.2
syn_area_sq_um = 16500
topCellsByArea = edfxtp_1 34%, dfxtp_1 22%, buf_4 10%, mux4_2 8.2%, mux2_2 4.7%
synth_cells = 1351
ys_chip_area_sq_um = 16500
ys_warn_count = 4
yosys_cells = 1351
ys.flops = 367

[power_and_ir_drop]
power_frac_comb_pct = 9.8
p_sw_share_pct = 24.4
p_clk_share_pct = 46.8
vdd.ir_drop.worst_mv = 0.149
power_mw = 4.46
cellInternalPower_mw = 3.37
p_sw_mw = 1.09
p_leak_nw = 8.43
powerDensity_nw_per_um2 = 175
seqPwrFrac_pct = 43.4

[critical_path]
cp-end-kind = output port
start_kind = flop
path_buffers = 1
worst_ep_arrival_time_ns = 1.92
cp.required_ns = 6.80
critPathMaxStageDelay_ns = 0.68
worst-setup-path-type = flop to output port
worstPathMaxFanout = 4
cp_cell_sequence = clkdlybuf4s50_1
crit_family = flip-flops
cpMaxStageDelayCell = dfxtp_1

[run]
warnings = 36
maxCapViolations = 0

[final_timing]
worst_slew_pin_slew_ns = 0.870
finalCritPeriodShare_pct = 42.6
setup_viol_count_final = 0
tns_ns = 0
fin_crit_ns = 3.62
final-hold-violation-count = 0
relSlewSlack_pct = 42.0
fmax_ghz = 0.276
timing.final.max_slew_violations = 0
rsz0062_at_grt = no
skew_ns = 0.0540
hold_slack_ns = 0.395

[floorplanning]
boundaryPins = 842
core-area_sq_um = 140000
initial_core_util_pct = 11.8
die_h_um = 396
die_area_sq_um = 157000
row_count = 137
die_w_um = 396

[route]
ant_nets = 0
finalWirelength_um = 89000
vias_per_cell = 3.21
drc = 0
vias = 12446
firstDrtPassIters = 5
drt_iter0_markers = 711
routedWlPerCell_um = 23.0

[cells_and_area]
lay_top_count = clkdlybuf4s50_1
syn_to_final_growth_pct = 54.7
drive_gt1_share_pct = 12.7
fin_cells = 3877
final_core_util_pct = 18.2
lay_top_cells = 600 x clkdlybuf4s50_1, 229 x conb_1, 188 x nand2_1, 185 x edfxtp_1, 177 x dfxtp_1
fillers = 15289

[clock_network]
root_buffer = clkbuf_16
post_cts_buffers = 0
clk_latency_ns = 0.64
cts.path.max_buffers = 3
clk_pin_slew_worst_paths_ns = 0.06
h-tree-depth = 2
cts_tree = built
holdBufCountCts = 0
cts_buffers = 48
clkSinkCount = 367
cts_resized = 0

[global_routing]
gr-total-overflow = 0
grt_max_degree = 52
grt_pass1_vias = 12830
grt_util_all_layers_pct = 11.0
grt_pass1_wl_um = 116000
antenna_found_initial = 67

[placed_design]
hpwl_um = 71900
dp_cells = 3762
place_congestion = 0.895
io_buffers = 601

[worst_hold_path]
min_path_type = flop to flop
-- stage by stage --
| stage | cell area (sq um) | worst slack (ns) |
|---|---|---|
| floorplan | 17300 | 3.07 |
| global placement | 23800 | 4.70 |
| detailed placement | 23800 | 4.68 |
| CTS | 25400 | 4.80 |
| global route | 25500 | 4.81 |
| finish | 25500 | 4.88 |
-- Yosys cell counts --
library cell / number
buf_1: 9
a22o_1: 1
o41ai_1: 1
mux2i_1: 74
o2111ai_1: 1
nor2_1: 48
conb_1: 1
nand3_1: 2
nor3b_1: 1
clkbuf_1: 54
edfxtp_1: 185
or2_1: 1
dfxtp_1: 182
a211oi_1: 32
a21oi_1: 100
nand2b_1: 2
nand2_1: 190
nor4_1: 1
o21bai_1: 1
and2_1: 22
a31oi_1: 33
and3_1: 1
nor2b_1: 8
buf_4: 229
mux4_2: 60
inv_1: 2
nand4_1: 2
o21ai_0: 1
buf_2: 23
nor3_1: 3
buf_8: 1
o31ai_1: 2
buf_6: 4
mux4_1: 4
or2_2: 1
mux2_2: 69
-- path summary, 6_finish.rpt --
check | start | to | slack [ns] | depth (start not counted)
max | paddr_reg[27] | paddr[27] | 4.88 | 1
min | daddr_reg[23] | tlb_update_vaddr[23] | 0.39 | 0
max reg2reg | state[9] | l2_addr[13] | 5.72 | 5
min reg2reg | daddr_reg[23] | tlb_update_vaddr[23] | 0.39 | 0
-- per-layer routing --
layer | share of wire [%] | global-route usage, % | vias to the layer above
li1 | - | - | 5590
met1 | 39 | 13.3 | 6017
met2 | 44 | 15.9 | 657
met3 | 14 | 7.13 | 142
met4 | 2.9 | 3.39 | 40
met5 | 0.27 | 0 | -
-- kinds of logic (layout without fill, tap and decap cells) --
kind of cell | after synthesis | after routing | synth area share, %
flops | 367 | 367 | 55.8
buf+inv | 322 | 718 | 13.0
simple gates | 282 | 282 | 7.06
mux | 207 | 207 | 18.0
compound gates | 172 | 172 | 6.07
other cells | 1 | 255 | 0.0228
-- power by group through the flow --
stage	Clock [mW]	Combinational, mW	Sequential (mW)
finish	2.09	0.439	1.93
global route	2.24	0.477	1.94
CTS	2.18	0.450	1.94
-- area by class of cell --
class / instances / area, sq um / area share [%]
inverter: 2 / 7.51 / 0.0294
tap: 1876 / 2350 / 9.21
antenna: 26 / 65.1 / 0.255
clock buffer: 59 / 1330 / 5.20
timing repair buffer: 627 / 6210 / 24.4
sequential: 367 / 9210 / 36.1
multi-input combinational: 890 / 6040 / 23.7
clock inverter: 30 / 279 / 1.09
Power is estimated from default activity; no workload was simulated.
